==> design.v <==
module adder_8bit (
    input  wire [7:0] a,
    input  wire [7:0] b,
    input  wire       cin,
    output wire [7:0] sum,
    output wire       cout
);
    wire [8:0] carry;
    assign carry[0] = cin;
    assign cout = carry[8];
    genvar i;
    generate
        for (i = 0; i < 8; i = i + 1) begin : adder_stage
            full_adder fa (
                .a(a[i]),
                .b(b[i]),
                .cin(carry[i]),
                .sum(sum[i]),
                .cout(carry[i+1])
            );
        end
    endgenerate
endmodule
module counter_8bit (
    input  wire       clk,
    input  wire       reset,
    input  wire       enable,
    output reg  [7:0] count
);
wire [7:0] adder_out;
adder_8bit adder (
    .a(count),
    .b(8'd1),  
    .cin(1'b0),
    .sum(adder_out),
    .cout()
);
always @(posedge clk) begin
    if(reset) 
        count <= 8'd0;
    else if (enable)
        count <= adder_out; 
end
endmodule
module full_adder (
    input  wire a,
    input  wire b,
    input  wire cin,
    output wire sum,
    output wire cout
);
    wire sum_temp;
    wire carry1;
    wire carry2;
    half_adder ha1 (
        .a(a),
        .b(b),
        .sum(sum_temp),
        .carry(carry1)
    );
    half_adder ha2 (
        .a(cin),
        .b(sum_temp),
        .sum(sum),
        .carry(carry2)
    );
    assign cout = carry1 | carry2;
endmodule
module half_adder (
    input  wire a,
    input  wire b,
    output wire sum,
    output wire carry
);
    assign sum   = a ^ b;
    assign carry = a & b;
endmodule
==> run.sh <==
#!/bin/bash
# OpenROAD 26Q1-2900-gdf79404cd8, Yosys 0.63+post, stock flow scripts
make -C /OpenROAD-flow-scripts/flow DESIGN_CONFIG=/design/flow/config.mk WORK_HOME=/design/flow/orfs finish
==> config.mk <==
export PLATFORM = sky130hd
export DESIGN_NAME = counter_8bit
export DESIGN_NICKNAME = counter_8bit
export VERILOG_FILES = /design/flow/design.v
export SDC_FILE = /design/flow/constraint.sdc
export NUM_CORES = 4
export LEC_CHECK = 1
export CORE_AREA = 10 10 70 70
export DIE_AREA = 0 0 80 80
==> constraint.sdc <==
current_design counter_8bit

set clk_period 2.3
set clk_io_pct 0.2

create_clock -name clk0 -period $clk_period [get_ports {clk}]

set non_clock_inputs [all_inputs -no_clocks]
set_input_delay [expr $clk_period * $clk_io_pct] -clock clk0 $non_clock_inputs
set_output_delay [expr $clk_period * $clk_io_pct] -clock clk0 [all_outputs]
==> impl_metrics.json <==
{
  "status": "completed",
  "clock.fmax_ghz": 0.553,
  "initial_utilization_pct": 12.6,
  "wl_um": 773,
  "top_regs": "count: 8 flops",
  "yosys_area_um2": 432,
  "grt_start_max_net_pins": 10,
  "max-slew-margin-rel_pct": 69.9,
  "path_class": "register to register",
  "grt_use_met2_pct": 3.53,
  "die_w_um": 80,
  "period_minus_slack_ns": 1.81,
  "gp_congestion": 0.648,
  "clkPwrFrac_pct": 38.1,
  "crit_fanout": 3,
  "grt-ovfl-total": 0,
  "insertedDiodeCount": 0,
  "min_path_type": "register to register",
  "synth.cell_area_um2": 432,
  "cts_hold_buffers": 0,
  "port_buffers": 10,
  "via_per_inst": 2.91,
  "grt_pass1_wl_um": 1240,
  "top_register": "count",
  "crit_slowest_cell": "dfxtp_1",
  "final_area_um2": 537,
  "cts_root_buf": "clkbuf_4",
  "peakVddDrop_uv": 169,
  "antenna_found_initial": 0,
  "top_usage_layer": "met2",
  "start_kind": "register",
  "powerDensity_mw_per_mm2": 516,
  "final_cell_mix": "10 x clkdlybuf4s50_1, 8 x dfxtp_1, 7 x nor2_1",
  "warnings": 25,
  "netSwitchingFraction_pct": 21.3,
  "drive_above_1_share_pct": 9.09,
  "p_comb_share_pct": 9.2,
  "fp-row-count": 21,
  "power.static_leakage_nw": 0.235,
  "fin_ws_ns": 0.493,
  "worst_ep_arrival_time_ns": 1.94,
  "cts_tree": "built",
  "synth_area_per_cell_um2": 10.5,
  "final-max-slew-violation-count": 0,
  "track_usage_pct": 2.55,
  "final_layout_top_logic_cell": "clkdlybuf4s50_1",
  "clk_transition_reported_paths_ns": 0.05,
  "tightest_slew_ns": 0.450,
  "cp_top_family": "adder cells",
  "postCtsSetupBuffers": 0,
  "use_met3_pct": 2.39,
  "cts_sinks": 8,
  "dpl_worst_slack_ns": 0.493,
  "postSynthCellCount": 41,
  "coreArea_mm2": 0.00342,
  "fin_setup_tns_ns": 0,
  "placedCellCount": 87,
  "ys_types": 11,
  "max_stage_delay_ns": 0.32,
  "finalSetupViolCount": 0,
  "cts_inserted_buffers": 3,
  "fin_skew_ns": 0.00208,
  "drc_errors": 0,
  "ys.flops": 8,
  "hold_viol": 0,
  "endpoint_kind": "register",
  "cts_resized": 0,
  "pwr-share-seq_pct": 52.7,
  "use_met1_pct": 2.95,
  "chipHeight_um": 80,
  "grt_setup_unrepaired": "false",
  "io_pins": 11,
  "largest_reg_flops": 8,
  "fill_cells": 394,
  "period_used_pct": 78.6,
  "postSynthSeqShare_pct": 37.1,
  "grt_pass1_vias": 267,
  "path_cells": "ha_1 > ha_1 > ha_1 > ha_1 > ha_1 > ha_1 > mux2i_1 > nor2_1",
  "yosysWarnings": 1,
  "htreeDepth": 1,
  "dpl_cell_area_um2": 514,
  "ys_cells": 41,
  "cap_violations": 0,
  "ant_nets": 0,
  "syn2layout_area_growth_pct": 24.3,
  "wire_per_inst_um": 8.59,
  "clock_latency_ns": 0.25,
  "fin_cells": 90,
  "cts_buffer_depth": 2,
  "vias": 262,
  "dr.first_iter.drc_count": 16,
  "worstPathRequired_ns": 2.43,
  "dieArea_mm2": 0.00640,
  "first_pass_iters": 2,
  "path_buffers": 0,
  "intPower_w": 0.000218,
  "crit_top_cell": "ha_1",
  "switching_power_w": 0.0000590,
  "dp_hpwl_um": 627
}
[area by class of cell]
type                       count  area (um2)  share of cell area [%]
timing repair buffer          10         100                    18.6
clock buffer                   3        22.5                    4.20
sequential                     8         160                    29.8
tap                           46        57.6                    10.7
multi-input combinational     23         196                    36.6
[per-stage QoR]
stage | hold WS [ns] | util, % | power (W)
2_1_floorplan | 0.491 | - | 0.000168
3_3_place_gp | 0.507 | 15.1 | 0.000174
3_5_place_dp | 0.524 | 15.1 | 0.000175
4_1_cts | 0.539 | 15.7 | 0.000283
5_1_grt | 0.567 | 15.7 | 0.000295
6_report | 0.535 | 15.7 | 0.000277
[tightest hold or removal path: stages, from the launching register on]
cell,delay (ns)
dfxtp_1,0.35
mux2i_1,0.08
nor2_1,0.07
[per-layer routing]
layer | up-vias | wire, um
met1 | 115 | 354
met4 | 0 | 0
met3 | 0 | 114
met5 | - | 0
li1 | 138 | -
met2 | 9 | 304
[cell families (layout without fill, tap and decap cells)]
| kind of cell | after synthesis | count (layout) | share of synthesized area (%) |
|---|---|---|---|
| XOR/XNOR | 1 | 1 | 2.03 |
| AND/OR/NAND/NOR | 8 | 8 | 7.83 |
| adder cells (fa/ha/maj) | 6 | 6 | 17.4 |
| flip-flops | 8 | 8 | 37.1 |
| multiplexers | 6 | 6 | 13.9 |
| buffers and inverters | 10 | 13 | 17.4 |
| AND-OR/OR-AND | 2 | 2 | 4.35 |
[final timing paths]
check / startpoint / endpoint / slack (ns) / depth (start not counted)
worst min-delay path: count[4] / count[4] / 0.53 / 2
worst max-delay path: count[1] / count[6] / 0.49 / 8
worst max register to register: count[1] / count[6] / 0.49 / 8
worst min register to register: count[4] / count[4] / 0.53 / 2
[power groups by stage]
stage	combinational [W]	sequential, W	clock [W]
5_1_grt	0.0000279	0.000146	0.000120
6_report	0.0000254	0.000146	0.000106
4_1_cts	0.0000261	0.000146	0.000112
[cell usage after synthesis]
cell / instances / area [um2]
buf_4: 8 / 60.1
dfxtp_1: 8 / 160
nor2_1: 7 / 26.3
ha_1: 6 / 75.1
mux2i_1: 6 / 60.1
a21bo_1: 1 / 10.0
a21oi_2: 1 / 8.76
buf_1: 1 / 3.75
buf_6: 1 / 11.3
nand3b_1: 1 / 7.51
xnor2_1: 1 / 8.76
No activity file was given, so power comes from the tool's default toggle rates.
