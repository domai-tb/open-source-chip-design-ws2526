File: flow/config.mk
export PLATFORM = sky130hd
export DESIGN_NAME = traffic_light_fsm
export DESIGN_NICKNAME = traffic_light_fsm
export VERILOG_FILES = /design/flow/design.v
export SDC_FILE = /design/flow/constraint.sdc
export NUM_CORES = 4
export LEC_CHECK = 1
export CORE_AREA = 10 10 70 70
export DIE_AREA = 0 0 80 80
File: flow/constraint.sdc
current_design traffic_light_fsm

set clk_period 2.8
set clk_io_pct 0.2

create_clock -name clk0 -period $clk_period [get_ports {clk}]

set non_clock_inputs [all_inputs -no_clocks]
set_input_delay [expr $clk_period * $clk_io_pct] -clock clk0 $non_clock_inputs
set_output_delay [expr $clk_period * $clk_io_pct] -clock clk0 [all_outputs]
File: flow/design.v
module traffic_light_fsm(
    input  wire clk,
    input  wire rst,      
    input  wire tick,     
    output reg  red,
    output reg  yellow,
    output reg  green
);
  localparam S_GREEN  = 2'd0,
             S_YELLOW = 2'd1,
             S_RED    = 2'd2;
  reg [1:0] state;
  reg [3:0] timer;    
  always @(posedge clk or posedge rst) begin
    if (rst) begin
      state  <= S_RED;
      timer  <= 4'd0;
      red    <= 1'b1; yellow <= 1'b0; green <= 1'b0;
    end else begin
      case (state)
        S_GREEN: begin
          red <= 1'b0; yellow <= 1'b0; green <= 1'b1;
          if (tick) begin
            if (timer == 4'd4) begin        
              state <= S_YELLOW; timer <= 4'd0;
            end else timer <= timer + 1'b1;
          end
        end
        S_YELLOW: begin
          red <= 1'b0; yellow <= 1'b1; green <= 1'b0;
          if (tick) begin
            if (timer == 4'd1) begin        
              state <= S_RED; timer <= 4'd0;
            end else timer <= timer + 1'b1;
          end
        end
        S_RED: begin
          red <= 1'b1; yellow <= 1'b0; green <= 1'b0;
          if (tick) begin
            if (timer == 4'd3) begin        
              state <= S_GREEN; timer <= 4'd0;
            end else timer <= timer + 1'b1;
          end
        end
        default: begin
          state <= S_RED; timer <= 4'd0;
          red <= 1'b1; yellow <= 1'b0; green <= 1'b0;
        end
      endcase
    end
  end
endmodule
File: flow/run.sh
#!/bin/bash
# OpenROAD 26Q1-2900-gdf79404cd8, Yosys 0.63+post, stock flow scripts
make -C /OpenROAD-flow-scripts/flow DESIGN_CONFIG=/design/flow/config.mk WORK_HOME=/design/flow/orfs finish
==> results.py <==
# Physical implementation metrics
metrics = {
    "synthesis": {
        "ys_cells": 52,
        "postSynthSeqShare": 0.450,
        "avgSynthCellArea_um2": 10.8,
        "common_cells": "dfrtp_1 (8), inv_1 (5), nand2_1 (4)",
        "synthCells": 52,
        "yosysWarnings": 1,
        "ys_area_um2": 562,
        "topCellsByArea": "dfrtp_1 (36%), dfstp_2 (9.4%), ha_1 (6.7%)",
        "most_common_cell": "dfrtp_1",
        "synth.distinct_cells": 27,
        "async_flop_share": 1.00,
        "top_cell_area_share": 0.356,
        "synth-seq-cells": 10,
        "syn_area_um2": 562,
        "ys.flop_type": "dfrtp_1",
        "synth_top_cell_by_area": "dfrtp_1",
        "synth-edff-count": 0,
    },
    "critical_path": {
        "r2r_slack_ns": 1.19,
        "cpPeakStageDelay_ns": 0.51,
        "crit_type": "flop to primary output",
        "worst_ep_arrival_time_ns": 1.23,
        "cp-end-kind": "primary output",
        "cp-start-kind": "flop",
        "cp_cell_sequence": "clkdlybuf4s50_1",
        "slowest_stage": "dfstp_2",
        "path_buffers": 1,
        "critPathRequiredTime_ns": 2.24,
        "cp_max_fo": 1,
        "critPathTopFamily": "flip-flops",
    },
    "detailed_routing": {
        "vias": 404,
        "antenna_cells": 0,
        "drtPass1Iterations": 4,
        "via_per_inst": 3.85,
        "routedWlPerCell_um": 9.30,
        "drt_iter0_markers": 5,
        "antenna_left": 0,
        "drc": 0,
        "wirelength_um": 977,
    },
    "sta": {
        "post-route-period-util": 0.639,
        "hold_viol_final": 0,
        "worst_pin_slew_ns": 0.393,
        "fin_tns_setup_ns": 0,
        "fin_crit_ns": 1.79,
        "relSlewSlack": 0.738,
        "rsz0062_at_grt": "no",
        "final-max-slew-violation-count": 0,
        "setup_viol": 0,
        "clock.fmax_mhz": 559,
        "finalClockSkew_ns": 0.000346,
    },
    "final_layout": {
        "fillers": 376,
        "layout-drive-gt1-share": 0.186,
        "comb_area_um2": 272,
        "instances_no_fill": 105,
        "area_growth_pct": 22.3,
        "seq_area_um2": 253,
    },
    "status": {
        "outcome": "finished clean",
    },
    "clocking": {
        "hold_buffers": 0,
        "clock-sinks": 10,
        "root_buffer": "clkbuf_4",
        "clockBufferDepth": 2,
        "cts_tree": "yes",
        "cts-resized-gates": 0,
        "clkLatencyLatePin_ns": 0.27,
        "post-cts-setup-buffers": 0,
        "ctsHtreeMaxLevel": 1,
        "cts_buffers": 3,
        "clk_pin_slew_ns": 0.06,
    },
    "floorplanning": {
        "initial_core_util": 0.164,
        "die_w_um": 80,
        "io_pins": 6,
        "chip_area_mm2": 0.00640,
        "core-area_mm2": 0.00342,
        "row_count": 21,
        "die_h_um": 80,
    },
    "global_routing": {
        "grt_use_total": 0.0320,
        "antenna_found_initial": 0,
        "grt_start_max_net_pins": 13,
        "grt_pass1_wl_mm": 1.67,
        "overflow": 0,
        "grt_pass1_vias": 382,
    },
    "placement": {
        "routabilityCongestion": 0.819,
        "port_buffers": 5,
        "dp_hpwl_um": 723,
        "dp.cells": 101,
    },
    "job": {
        "warnings": 27,
        "cap_violations": 0,
    },
    "pwr": {
        "peakVddDrop_mv": 0.422,
        "p_per_area_mw_per_mm2": 967,
        "cellLeakagePower_nw": 0.279,
    },
    "min_path": {
        "min_path_type": "flop to flop",
    },
}
path summary, 6_finish.rpt:
path | from | endpoint | depth (start not counted)
max reg2reg | timer[0] | timer[1] | 5
max in group asynchronous | rst | state[0] | 2
min in group asynchronous | rst | green | 2
min reg2reg | state[0] | state[0] | 2
max | red | red | 1
min | state[0] | state[0] | 2
cells by family after synthesis:
group	synth area share
compound gates	0.214
fa+ha+maj	0.0668
buf+inv	0.0668
flops	0.450
mux	0.0178
simple gates	0.185
final cells by class:
cell class,count,area share
Clock buffer,4,0.0528
Inverter,5,0.0273
Multi-Input combinational cell,35,0.395
Sequential cell,10,0.368
Tap cell,46,0.0838
Timing Repair Buffer,5,0.0729
metrics by stage:
stage	area (µm²)	util	hold slack, ns	worst slack [ns]	total power [mW]
2_1_floorplan	562	-	0.399	1.35	0.463
5_1_grt	687	0.201	0.543	0.975	0.717
3_3_place_gp	651	0.190	0.494	0.965	0.529
3_5_place_dp	651	0.190	0.507	0.915	0.534
6_report	687	0.201	0.516	1.01	0.665
4_1_cts	687	0.201	0.517	0.997	0.668
worst reg2reg max path, stage by stage (launching register included):
cell       delay (ns)
dfrtp_1          0.42
inv_1            0.10
ha_1             0.20
nand3b_1         0.13
a2111oi_4        0.47
o32ai_1          0.16
cell usage in the layout, fill, tap and decap left out, types with 2 or more instances in the layout:
cell type,synthesis,layout
dfrtp_1,8,8
inv_1,5,5
clkdlybuf4s50_1,0,5
nand2_1,4,4
nand3_1,3,3
ha_1,3,3
clkbuf_4,0,3
nand3b_1,2,2
a211oi_1,2,2
a31oi_1,2,2
o32ai_1,2,2
a21oi_1,2,2
nor2_1,2,2
dfstp_2,2,2
state kept, by name, summed over array words and instances (netlist names):
signal  count
green       1
timer       4
yellow      1
state       3
red         1
power by group:
| group | switching, mW | internal (mW) |
|---|---|---|
| combinational | 0.111 | 0.139 |
| sequential | 0.0771 | 0.209 |
| clock | 0.0497 | 0.0791 |
layer usage:
layer | track usage | vias up | wire (µm) | part of all wire
li1 | - | 203 | - | -
met1 | 0.0463 | 192 | 518 | 0.53
met2 | 0.0401 | 9 | 358 | 0.37
met3 | 0.0205 | 0 | 101 | 0.10
met4 | 0.00176 | 0 | 0 | 0
met5 | 0 | - | 0 | 0
Power and IR drop assume default switching activity.
