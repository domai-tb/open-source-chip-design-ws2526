==> design.v <==
`timescale 1ns/1ps
module clk_divider_prog (
    input  wire       clk,      
    input  wire       rst,      
    input  wire [3:0] div,      
    output reg        clk_div   
);
reg [3:0] cnt;
reg [3:0] div_eff;
always @(posedge clk ) begin
    if (rst) begin
        cnt <= 4'd0;
        clk_div <= 1'b0;
        div_eff <= 4'd2;
    end
    if (div < 4'd2)
        div_eff <= 4'd2;
    else
        div_eff <= div;
    if (cnt >= (div_eff-1)) 
        cnt <= 4'd0;
    else
        cnt <= cnt + 4'd1;
    if (cnt < (div_eff >> 1))
        clk_div <= 1'b1;
    else 
        clk_div <= 1'b0; 
end
endmodule
==> run.sh <==
#!/bin/bash
# OpenROAD 26Q1-2900-gdf79404cd8, Yosys 0.63+post, stock flow scripts
make -C /OpenROAD-flow-scripts/flow DESIGN_CONFIG=/design/flow/config.mk WORK_HOME=/design/flow/orfs finish
==> config.mk <==
export PLATFORM = sky130hd
export DESIGN_NAME = clk_divider_prog
export DESIGN_NICKNAME = clk_divider_prog
export VERILOG_FILES = /design/flow/design.v
export SDC_FILE = /design/flow/constraint.sdc
export NUM_CORES = 4
export LEC_CHECK = 1
export CORE_AREA = 10 10 70 70
export DIE_AREA = 0 0 80 80
==> constraint.sdc <==
current_design clk_divider_prog

set clk_period 1.5
set clk_io_pct 0.2

create_clock -name clk0 -period $clk_period [get_ports {clk}]

set non_clock_inputs [all_inputs -no_clocks]
set_input_delay [expr $clk_period * $clk_io_pct] -clock clk0 $non_clock_inputs
set_output_delay [expr $clk_period * $clk_io_pct] -clock clk0 [all_outputs]
==> metrics.json <==
{
  "power": {
    "comb_power_frac": 0.377,
    "power_leakage_nw": 0.269,
    "vdd_drop_max_v": 0.000395,
    "sequentialPowerShare": 0.421,
    "power_switching_share": 0.315,
    "clockPowerShare": 0.202,
    "total_net_switching_power_w": 0.000281,
    "cell_internal_power_dissipation_w": 0.000610,
    "power_per_cell_area_nw_per_um2": 1380
  },
  "clock_network": {
    "count_of_hold_buffers_inserted_by_post_cts_repair": 0,
    "cts_root_buf": "clkbuf_4",
    "clock.latency.late_pin_ns": 0.25,
    "max-clock-path-buffers": 2,
    "cts.htree.levels": 1,
    "cts_inserted_buffers": 3,
    "clk_transition_reported_paths_ns": 0.06,
    "tritoncts_clock_tree": "built",
    "clkSinkCount": 9
  },
  "die": {
    "num_rows": 21,
    "initial_utilization": 0.133,
    "height_of_the_die_um": 80,
    "design.die.area_um2": 6400,
    "floorplan.core_area_um2": 3420,
    "die-width_um": 80,
    "io_count": 7
  },
  "worst_setup_path": {
    "arrival_ns": 1.76,
    "crit_path_end_kind": "register",
    "critPathKind": "register to register",
    "critPathLaunchType": "register",
    "timing.critical_path.slowest_stage_cell": "dfxtp_2",
    "data_required_critical_path_ns": 1.63,
    "critical_path_cell_by_cell": "inv_2 -> ha_4 -> xnor2_2 -> ha_1 -> and3_1 -> o21ai_1 -> a32oi_2 -> nor2b_1",
    "maximum_fanout_encountered_on_the_critical_timing_path": 4,
    "cp_slowest_stage_delay_ns": 0.33
  },
  "synth": {
    "synth_area_um2": 453,
    "chip_area_line_of_the_yosys_report_um2": 453,
    "synth_flops": 9,
    "synthDominantCellAreaShare": 0.398,
    "synthTopCellsByArea": "dfxtp_1 40%, ha_1 22%, xnor2_1 5.8%",
    "synth_area_leader_cell": "dfxtp_1",
    "yosys_warnings": 1,
    "postSynthCellCount": 46,
    "yosysCellCount": 46,
    "seq_area_frac_synth": 0.398,
    "avgSynthCellArea_um2": 9.85,
    "synth_cell_types": 19
  },
  "global_route": {
    "gr-usage-all-layers": 0.0230,
    "grt_start_max_net_pins": 6,
    "number_of_global_route_vias_before_repair": 307,
    "global_route.overflow_total": 0,
    "grt_pass1_wl_um": 1220,
    "antenna_found_initial": 0
  },
  "routing": {
    "post_drt_antenna_nets": 0,
    "detailroute.via_count": 317,
    "detail_route.wl_per_cell_um": 6.83,
    "viasPerCell": 3.08,
    "drt_first_pass_iters": 4,
    "routed_wirelength_um": 704,
    "diodes_inserted": 0,
    "post-route-drc-count": 0,
    "first_iter_violations": 5
  },
  "finish": {
    "area_delta_synth_final_pct": 42.3,
    "final_cell_count_no_fill": 103,
    "layout_top_cells": "7 x dfxtp_1, 6 x ha_1, 5 x clkdlybuf4s50_1",
    "post-route-cell-area_um2": 644,
    "fillers": 381,
    "layout.cells.most_common": "dfxtp_1",
    "share_of_cells_above_drive_strength_1": 0.263
  },
  "placement": {
    "place.detailed.instances": 98,
    "placedInstanceArea_um2": 603,
    "place_worst_setup_slack_ns": -0.124,
    "dpl.hpwl_um": 614,
    "place_congestion": 0.770,
    "place.port_buffers": 5
  },
  "final_timing": {
    "fmax_mhz": 615,
    "slew_violations": 0,
    "finalHoldViolations": 0,
    "shortest_period_the_worst_path_allows_ns": 1.63,
    "final.setup.worst_slack_ns": -0.127,
    "unrepaired_setup_endpoints_after_global_routing": "yes",
    "timing.final.setup_violations": 4,
    "final_period_util": 1.08,
    "fin_tns_setup_ns": -0.471,
    "tightestPinTransition_ns": 0.273,
    "fin_skew_ns": 0.000620,
    "max-slew-margin-rel": 0.818
  },
  "job": {
    "tool_warnings": 29,
    "max_cap_violations": 0
  },
  "run_status": {
    "run_status": "finished with violations",
    "violations": "setup timing"
  },
  "hold_path": {
    "hold_path_class": "register to register"
  }
}
## synthesized netlist by cell type
master,instances
o211ai_1,1
inv_1,6
a211oi_1,1
nor2_1,4
ha_1,8
xor2_1,1
a32oi_2,1
dfxtp_1,9
xnor2_1,3
o31a_1,1
o21ai_0,1
clkbuf_1,2
nand3_1,1
nor2b_1,2
o21ai_1,1
nor3_1,1
o21bai_1,1
and3_1,1
nand2b_1,1
## power groups by stage
stage / logic, W / registers (W) / clock network [W]
final: 0.000336 / 0.000375 / 0.000180
after global routing: 0.000388 / 0.000391 / 0.000196
after CTS: 0.000336 / 0.000377 / 0.000187
## through the flow
stage,hold slack (ns),power (W),util
floorplan,0.383,0.000606,-
global placement,0.462,0.000699,0.177
detailed placement,0.469,0.000712,0.177
CTS,0.484,0.000900,0.184
global route,0.511,0.000975,0.189
finish,0.478,0.000891,0.189
## critical path: cells and delay by family (launching register included)
family / cells / cell delay, ns
buf+inv: 1 / 0.05
fa+ha+maj: 2 / 0.45
compound gates: 2 / 0.35
simple gates: 2 / 0.22
xor+xnor: 1 / 0.12
flops: 1 / 0.33
## repair_timing
action                     CTS  global route
hold endpoints to repair     0             0
setup endpoints to repair    4             4
buffers inserted             0             1
gates resized                0             1
## state kept, by name (all words and copies together) (netlist names)
name and cells:
div_eff 4, cnt 4, clk_div 1
## cell families after synthesis
logic type	synth area share
simple gates	0.110
flops	0.398
buf+inv	0.0663
fa+ha+maj	0.221
compound gates	0.127
xor+xnor	0.0774
## area by class of cell
type	count	area, um2	area share
well taps	46	57.6	0.0893
repair buffers	9	80.1	0.124
flip-flops and latches	9	183	0.283
clock buffers	4	26.3	0.0408
multi-input cells	29	275	0.427
inverters	6	22.5	0.0350
## routing by layer
layer / vias up / GRT usage / share of wire
met4: 0 / 0.00176 / 0
met2: 6 / 0.0281 / 0.37
met3: 0 / 0.0159 / 0.080
met5: - / 0 / 0
li1: 177 / - / -
met1: 134 / 0.0330 / 0.55
## worst paths after layout
check                   from     end  slack, ns  cells after the start
hold / removal        cnt[0]  cnt[0]       0.48                      1
setup / recovery  div_eff[0]  cnt[1]      -0.13                      8
setup reg to reg  div_eff[0]  cnt[1]      -0.13                      8
hold reg to reg       cnt[0]  cnt[0]       0.48                      1
No activity file was given, so power comes from the tool's default toggle rates.
